==> ./design.v <==
package usertype;
typedef enum logic  [3:0] { No_action  = 4'd0 ,
                            Seed       = 4'd1 ,
							Water      = 4'd3 ,
						    Reap       = 4'd2 , 
							Steal      = 4'd4 ,
							Check_dep  = 4'd8  
							}  Action ;
typedef enum logic  [3:0] { No_Err            = 4'd0 ,
                            Is_Empty          = 4'd1 ,
							Not_Empty         = 4'd2 ,
							Has_Grown         = 4'd3 ,
						    Not_Grown         = 4'd4
							}  Error_Msg ;
typedef enum logic  [3:0] { No_crop		 = 4'd0 ,
							Potato	     = 4'd1 ,
                            Corn	     = 4'd2 , 
							Tomato       = 4'd4 ,
						    Wheat        = 4'd8   
							}  Crop_cat ;
typedef logic [5:0]  Land;
typedef logic [11:0] Water_amnt;
typedef struct packed {
	Land  land_id, land_status;
	Crop_cat  crop_cat;
	Water_amnt water_amnt; 
} Land_Info; 
typedef union packed{ 
    Action       [2:0]d_act;
	Land         [1:0]d_id;
	Crop_cat     [2:0]d_cat;
	Water_amnt        d_amnt;
} DATA;
endpackage
import usertype::*;  
module SD(
    clk,
    rst_n,
	in_valid,
	in,
    out_valid,
    out
    );
input            clk, rst_n, in_valid;
input [3:0]		 in;
output reg		 out_valid;
output reg [3:0] out;
parameter INPUT  = 2'd0;
parameter SOLVE  = 2'd1;
parameter BACK   = 2'd2;
parameter OUTPUT = 2'd3;
reg [1:0] current_state, next_state;
reg [3:0] cnt_input_x, cnt_input_y;
reg [3:0] cnt_blank;
reg [3:0] cnt_output;
reg [3:0] blank_x[0:8], blank_y[0:8];
reg [8:0] row_check[0:8], col_check[0:8], squ_check[0:2][0:2];
wire [8:0] check;
reg [3:0] current;
wire [8:0] cdn;
reg back_tracking;
reg [3:0] value[0:8];
integer x, y, z;
always @(posedge clk or negedge rst_n) begin
    if(!rst_n)
        current_state <= INPUT;
    else
        current_state <= next_state;
end
always @(*) begin
    case(current_state)
		INPUT:
			if(cnt_input_x==8 & cnt_input_y==8) next_state = SOLVE;
			else next_state = INPUT;
		SOLVE:
			if(value[8]) next_state = OUTPUT;
			else if(back_tracking) next_state = BACK;
			else next_state = SOLVE;
		BACK:
			next_state = SOLVE;
		OUTPUT:
			if(cnt_output==8) next_state = INPUT;
			else next_state = OUTPUT;
		default: next_state = current_state;
    endcase
end
always @(posedge clk or negedge rst_n) begin
	if(!rst_n) begin
		cnt_input_x <= 0;
	end
	else if(in_valid) begin
		if(cnt_input_x==8) begin
			cnt_input_x <= 0;
		end
		else begin
			cnt_input_x <= cnt_input_x + 1;
		end
	end
	else if(out_valid) begin
		cnt_input_x <= 0;
	end
end
always @(posedge clk or negedge rst_n) begin
	if(!rst_n) begin
		cnt_input_y <= 0;
	end
	else if(in_valid) begin
		if(cnt_input_x==8) begin
			cnt_input_y <= cnt_input_y + 1;
		end
	end
	else if(out_valid) begin
		cnt_input_y <= 0;
	end
end
always @(posedge clk or negedge rst_n) begin
	if(!rst_n) begin
		cnt_blank <= 0;
	end
	else if(in_valid & in==0) begin
		cnt_blank <= cnt_blank + 1;
	end
	else if(out_valid) begin
		cnt_blank <= 0;
	end
end
always @(posedge clk or negedge rst_n) begin
	if(!rst_n) begin
		for(x=0; x<9; x=x+1) begin
			blank_x[x] <= 0;
		end
	end
	else if(in_valid & in==0) begin
		blank_x[8] <= cnt_input_x;
		for(x=0; x<8; x=x+1) begin
			blank_x[x] <= blank_x[x+1];
		end	
	end
end
always @(posedge clk or negedge rst_n) begin
	if(!rst_n) begin
		for(y=0; y<9; y=y+1) begin
			blank_y[y] <= 0;
		end
	end
	else if(in_valid & in==0) begin
		blank_y[8] <= cnt_input_y;
		for(y=0; y<8; y=y+1) begin
			blank_y[y] <= blank_y[y+1];
		end
	end
end
always @(posedge clk or negedge rst_n) begin
	if(!rst_n) begin
		for(y=0; y<9; y=y+1) begin
			row_check[y] <= 0;
		end
	end
	else if(in_valid) begin
		case(in)
			4'd1: row_check[cnt_input_y][0] <= 1;
			4'd2: row_check[cnt_input_y][1] <= 1;
			4'd3: row_check[cnt_input_y][2] <= 1;
			4'd4: row_check[cnt_input_y][3] <= 1;
			4'd5: row_check[cnt_input_y][4] <= 1;
			4'd6: row_check[cnt_input_y][5] <= 1;
			4'd7: row_check[cnt_input_y][6] <= 1;
			4'd8: row_check[cnt_input_y][7] <= 1;
			4'd9: row_check[cnt_input_y][8] <= 1;
		endcase
	end
	else if(current_state==SOLVE) begin
		if     (cdn[0]) row_check[blank_y[current]][0] <= 1;
		else if(cdn[1]) row_check[blank_y[current]][1] <= 1;
		else if(cdn[2]) row_check[blank_y[current]][2] <= 1;
		else if(cdn[3]) row_check[blank_y[current]][3] <= 1;
		else if(cdn[4]) row_check[blank_y[current]][4] <= 1;
		else if(cdn[5]) row_check[blank_y[current]][5] <= 1;
		else if(cdn[6]) row_check[blank_y[current]][6] <= 1;
		else if(cdn[7]) row_check[blank_y[current]][7] <= 1;
		else if(cdn[8]) row_check[blank_y[current]][8] <= 1;
	end
	else if(current_state==BACK) begin
		row_check[blank_y[current]][value[current]-1] <= 0;
	end
	else if(out_valid) begin
		for(y=0; y<9; y=y+1) begin
			row_check[y] <= 0;
		end
	end
end
always @(posedge clk or negedge rst_n) begin
	if(!rst_n) begin
		for(x=0; x<9; x=x+1) begin
			col_check[x] <= 0;
		end
	end
	else if(in_valid) begin
		case(in)
			4'd1: col_check[cnt_input_x][0] <= 1;
			4'd2: col_check[cnt_input_x][1] <= 1;
			4'd3: col_check[cnt_input_x][2] <= 1;
			4'd4: col_check[cnt_input_x][3] <= 1;
			4'd5: col_check[cnt_input_x][4] <= 1;
			4'd6: col_check[cnt_input_x][5] <= 1;
			4'd7: col_check[cnt_input_x][6] <= 1;
			4'd8: col_check[cnt_input_x][7] <= 1;
			4'd9: col_check[cnt_input_x][8] <= 1;
		endcase
	end
	else if(current_state==SOLVE) begin
		if     (cdn[0]) col_check[blank_x[current]][0] <= 1;
		else if(cdn[1]) col_check[blank_x[current]][1] <= 1;
		else if(cdn[2]) col_check[blank_x[current]][2] <= 1;
		else if(cdn[3]) col_check[blank_x[current]][3] <= 1;
		else if(cdn[4]) col_check[blank_x[current]][4] <= 1;
		else if(cdn[5]) col_check[blank_x[current]][5] <= 1;
		else if(cdn[6]) col_check[blank_x[current]][6] <= 1;
		else if(cdn[7]) col_check[blank_x[current]][7] <= 1;
		else if(cdn[8]) col_check[blank_x[current]][8] <= 1;
	end
	else if(current_state==BACK) begin
		col_check[blank_x[current]][value[current]-1] <= 0;
	end
	else if(out_valid) begin
		for(x=0; x<9; x=x+1) begin
			col_check[x] <= 0;
		end
	end
end
wire [3:0] squ_x, squ_y;
assign squ_x = ( (current_state==INPUT | current>=9) ? cnt_input_x : blank_x[current] )/3;
assign squ_y = ( (current_state==INPUT | current>=9) ? cnt_input_y : blank_y[current] )/3;
always @(posedge clk or negedge rst_n) begin
	if(!rst_n) begin
		for(y=0;y<3; y=y+1) begin
			for(x=0; x<3; x=x+1) begin
				squ_check[y][x] <= 0;
			end
		end
	end
	else if(in_valid) begin
		case(in)
			4'd1: squ_check[squ_y][squ_x][0] <= 1;
			4'd2: squ_check[squ_y][squ_x][1] <= 1;
			4'd3: squ_check[squ_y][squ_x][2] <= 1;
			4'd4: squ_check[squ_y][squ_x][3] <= 1;
			4'd5: squ_check[squ_y][squ_x][4] <= 1;
			4'd6: squ_check[squ_y][squ_x][5] <= 1;
			4'd7: squ_check[squ_y][squ_x][6] <= 1;
			4'd8: squ_check[squ_y][squ_x][7] <= 1;
			4'd9: squ_check[squ_y][squ_x][8] <= 1;
		endcase
	end
	else if(current_state==SOLVE) begin
		if     (cdn[0]) squ_check[squ_y][squ_x][0] <= 1;
		else if(cdn[1]) squ_check[squ_y][squ_x][1] <= 1;
		else if(cdn[2]) squ_check[squ_y][squ_x][2] <= 1;
		else if(cdn[3]) squ_check[squ_y][squ_x][3] <= 1;
		else if(cdn[4]) squ_check[squ_y][squ_x][4] <= 1;
		else if(cdn[5]) squ_check[squ_y][squ_x][5] <= 1;
		else if(cdn[6]) squ_check[squ_y][squ_x][6] <= 1;
		else if(cdn[7]) squ_check[squ_y][squ_x][7] <= 1;
		else if(cdn[8]) squ_check[squ_y][squ_x][8] <= 1;
	end
	else if(current_state==BACK) begin
		squ_check[squ_y][squ_x][value[current]-1] <= 0;
end
	else if(out_valid) begin
		for(y=0;y<3; y=y+1) begin
			for(x=0; x<3; x=x+1) begin
				squ_check[y][x] <= 0;
			end
		end
	end
end
assign check = (current<9) ? row_check[blank_y[current]] | col_check[blank_x[current]] | squ_check[squ_y][squ_x] : 0;
always @(posedge clk or negedge rst_n) begin
	if(!rst_n) current <= 0;
	else if(current_state==SOLVE & !back_tracking) current <= current + 1;
	else if(current_state==SOLVE & current!=0) current <= current - 1;
	else if(in_valid) current <= 0;
end
assign cdn[0] = (current<9) ? (check[0]==0 & value[current]==0) : 0;
assign cdn[1] = (current<9) ? (check[1]==0 & value[current]<2)  : 0;
assign cdn[2] = (current<9) ? (check[2]==0 & value[current]<3)  : 0;
assign cdn[3] = (current<9) ? (check[3]==0 & value[current]<4)  : 0;
assign cdn[4] = (current<9) ? (check[4]==0 & value[current]<5)  : 0;
assign cdn[5] = (current<9) ? (check[5]==0 & value[current]<6)  : 0;
assign cdn[6] = (current<9) ? (check[6]==0 & value[current]<7)  : 0;
assign cdn[7] = (current<9) ? (check[7]==0 & value[current]<8)  : 0;
assign cdn[8] = (current<9) ? (check[8]==0 & value[current]<9)  : 0;
always @(posedge clk or negedge rst_n) begin
	if(!rst_n) begin
		for(z=0; z<9; z=z+1) begin
			value[z] <= 0;
		end
	end
	else if(current_state==SOLVE) begin
		if     (cdn[0])	value[current] <= 1;
		else if(cdn[1]) value[current] <= 2;
		else if(cdn[2]) value[current] <= 3;
		else if(cdn[3]) value[current] <= 4;
		else if(cdn[4]) value[current] <= 5;
		else if(cdn[5]) value[current] <= 6;
		else if(cdn[6]) value[current] <= 7;
		else if(cdn[7]) value[current] <= 8;
		else if(cdn[8]) value[current] <= 9;
		else            value[current] <= 0;
	end
	else if(in_valid) begin
		for(z=0; z<9; z=z+1) begin
			value[z] <= 0;
		end
	end
end
always @(*) begin
	if     (cdn[0]) back_tracking = 0;
	else if(cdn[1]) back_tracking = 0;
	else if(cdn[2]) back_tracking = 0;
	else if(cdn[3]) back_tracking = 0;
	else if(cdn[4]) back_tracking = 0;
	else if(cdn[5]) back_tracking = 0;
	else if(cdn[6]) back_tracking = 0;
	else if(cdn[7]) back_tracking = 0;
	else if(cdn[8]) back_tracking = 0;
	else            back_tracking = 1;
end
wire cdn_output;
assign cdn_output = (current_state==SOLVE&current==9) | current_state==OUTPUT;
always @(posedge clk or negedge rst_n) begin
	if(!rst_n) begin
		cnt_output <= 0;
	end
	else if(cdn_output) begin
		cnt_output <= cnt_output + 1;
	end
	else if(in_valid) begin
		cnt_output <= 0;
	end
end
always @(posedge clk or negedge rst_n) begin
	if(!rst_n) begin
		out_valid <= 0;
	end
	else if(cdn_output) begin
		out_valid <= 1;
	end
	else begin
		out_valid <= 0;
	end
end
always @(posedge clk or negedge rst_n) begin
	if(!rst_n) begin
		out <= 0;
	end
	else if(cdn_output) begin
		case(cnt_output)
			4'd0: out <= value[0];
			4'd1: out <= value[1];
			4'd2: out <= value[2];
			4'd3: out <= value[3];
			4'd4: out <= value[4];
			4'd5: out <= value[5];
			4'd6: out <= value[6];
			4'd7: out <= value[7];
			4'd8: out <= value[8];
		endcase
	end
	else begin
		out <= 0;
	end
end
endmodule
==> ./run.sh <==
#!/bin/bash
# OpenROAD 26Q1-2900-gdf79404cd8, Yosys 0.63+post, stock flow scripts
make -C /OpenROAD-flow-scripts/flow DESIGN_CONFIG=/design/flow/config.mk WORK_HOME=/design/flow/orfs finish
==> ./config.mk <==
export PLATFORM = sky130hd
export DESIGN_NAME = SD
export DESIGN_NICKNAME = SD
export VERILOG_FILES = /design/flow/design.v
export SDC_FILE = /design/flow/constraint.sdc
export NUM_CORES = 4
export LEC_CHECK = 1
export CORE_UTILIZATION = 40
==> ./constraint.sdc <==
current_design SD

set clk_period 13.4
set clk_io_pct 0.2

create_clock -name clk0 -period $clk_period [get_ports {clk}]

set non_clock_inputs [all_inputs -no_clocks]
set_input_delay [expr $clk_period * $clk_io_pct] -clock clk0 $non_clock_inputs
set_output_delay [expr $clk_period * $clk_io_pct] -clock clk0 [all_outputs]
==> flow_summary.toml <==
# flow metrics
[yosys]
ys_warn_count = 7
synth-adder-area-share_pct = 2.26
ys_seq_share_pct = 42.8
synthesis.area_sq_um = 22000
yosys.area_share.xor_xnor_pct = 0.597
ff_type = "dfrtp_1"
ys_cells = 2355
async_flop_share_pct = 100
yosys.area_share.aoi_pct = 28.4
ys_seq_elements = 376
synthDistinctLibCells = 101
syn-instance-count = 2355
avgSynthCellArea_sq_um = 9.35
ys_sh_simple_pct = 13.8
edf_count = 0
top_logic_kind = "AND-OR/OR-AND gates"
ys_sh_mux_pct = 7.07
yosys_area_sq_um = 22000

[route]
vias = 20175
first_pass_iters = 6
wl_um = 85100
vias_per_cell = 6.67
antenna_left = 0
detail_route.wl_per_cell_um = 28.1
drc = 0
antennaDiodeCount = 0
drt_iter0_drc = 2298

[clocking]
postCtsSetupBuffers = 0
cts_resized = 0
ctsHoldBuffers = 0
cts-root-buf = "clkbuf_16"
cts.path.max_buffers = 3
cts_tree = "yes"
cts_num_sinks = 376
numCtsBuffers = 45
clkLatencyLatePin_ps = 600
htreeDepth = 2
path_clk_slew_ps = 60

[floorplan]
num_io_pins = 12
chipArea_sq_um = 56000
std_cell_rows = 85
die_w_um = 237
die_y_um = 237
initCoreUtil_pct = 40.7
core_area_sq_um = 54100

[final_layout]
combGateArea_sq_um = 11500
final_cells = 3024
drive_gt1_share_pct = 13.6
fillers = 5053
lay_top_cells = "375 x dfrtp_1, 215 x o21ai_0, 174 x nand2_1"
seq_area_sq_um = 9410
finalCoreUtilization_pct = 44.8
layout_top_cell = "dfrtp_1"
syn2layout_area_growth_pct = 10.3

[global_route]
grt.total_usage_pct = 31.7
grt-ovfl-total = 0
antenna_found_initial = 1
grt_max_degree = 117
grt_pass1_wl_um = 129000
grt_pass1_vias = 19556

[critical_path]
end_kind = "flip-flop"
worst-setup-path-type = "flip-flop to flip-flop"
cp-start-kind = "flip-flop"
crit_cells = 28
setup.worst_path.end = "squ_check[5][7]"
rr_startpoint = "current[0]"
worstPathRequired_ps = 13890
r2r_cells = 28
crit_arrival_ps = 10980
crit_family = "AND-OR/OR-AND gates"
cpPeakStageDelay_ps = 860
crit_start = "current[0]"
cp_num_buf_inv = 3
path_common_cell = "ha_1"
r2r_end = "squ_check[5][7]"
critical-path-slowest-cell = "a211oi_1"
cp_max_fo = 27
regToRegSetupSlack_ps = 2910

[place]
gp_congestion = 1.04
placement.io_buffers = 11
dp.cells = 2944
post-dp-hpwl_um = 58700

[timing]
hold_slack_ps = 487
fin_crit_sh_pct = 78.3
rsz0062_at_grt = "false"
timing.slew.headroom_pct = 34.8
finalHoldViolCount = 0
clock_skew_ps = 24.2
worst_slew_pin_slew_ps = 972
timing.final.crit_period_ps = 10490
fin_setup_tns_ps = 0
max_freq_mhz = 95.3
finalSetupViolCount = 0
maxSlewViolCount = 0

[power_and_ir_drop]
p_int_mw = 2.20
p_clk_share_pct = 38.8
report.power.total_mw = 3.17
switchingPower_mw = 0.963
power_frac_comb_pct = 15.9
sw_frac_of_total_pct = 30.4
power_density_nw_per_um2 = 130
vdd_drop_max_uv = 91.0
seqPwrFrac_pct = 45.3
leakage_nw = 10.2

[run_status]
outcome = "complete, no violations"

[flow_run]
drv_cap = 0
warning_count = 45

[hold_path]
hp-class = "flip-flop to flip-flop"
worst register-to-register path: cells and delay by family (launching register included):
kind / cells / cell delay (ps)
AOI/OAI and AO/OA: 8 / 3760
xor gates and xnor gates: 2 / 410
DFF: 1 / 430
and+or+nand+nor: 10 / 3640
buffers and inverters: 3 / 450
adders and majority gates: 5 / 1680
worst min path at each step:
stage / startpoint / end / slack, ps / depth (start not counted)
4_1_cts: row_check[6][7] / row_check[6][7] / 490 / 1
6_report: out[2] / out[2] / 490 / 2
5_1_grt: col_check[5][6] / col_check[5][6] / 510 / 1
per-stage QoR:
| step | setup slack, ps | area, sq um |
|---|---|---|
| 3_5_place_dp | 3260 | 22800 |
| 6_report | 2910 | 24300 |
| 3_3_place_gp | 3620 | 22800 |
| 2_1_floorplan | 5610 | 22000 |
| 4_1_cts | 3220 | 24300 |
| 5_1_grt | 2450 | 24300 |
synth_stat cells, types with 15 or more instances:
master     number  area share, %
a211oi_1       18           0.61
a21o_1         16           0.55
a21oi_1       152            3.5
a22o_1         26            1.0
a22oi_1        40            1.4
a31oi_1        25           0.71
a32o_1         15           0.68
a32oi_1        21           0.84
and3_1         15           0.43
buf_2          38           0.86
clkbuf_1      138            2.4
dfrtp_1       375             43
ha_1           35            2.0
inv_1          66            1.1
mux2_2        106            5.4
mux2i_1        28            1.3
nand2_1       174            3.0
nand2b_1       23           0.65
nand3_1        94            2.1
nand4_1        41            1.2
nor2_1        111            1.9
nor2b_1        19           0.54
nor3_1         28           0.64
o211ai_1       21           0.72
o21ai_0       216            4.9
o21ai_1        39           0.89
o22a_1         20           0.80
o22ai_1        40            1.1
o2bb2ai_1      21           0.84
o31ai_1        82            2.8
o41ai_1        28            1.1
routing by layer:
| metal | GRT usage [%] | vias to the layer above | routed length, um |
|---|---|---|---|
| li1 | - | 8867 | - |
| met5 | 0.346 | - | 0 |
| met1 | 46.0 | 9990 | 35300 |
| met2 | 45.2 | 1111 | 36200 |
| met4 | 11.2 | 0 | 3840 |
| met3 | 11.1 | 207 | 9760 |
power by group through the flow:
stage         clock network (mW)  logic (mW)  registers, mW
CTS                         1.25       0.494           1.43
global route                1.29       0.553           1.45
finish                      1.23       0.503           1.43
sequential cells by signal (all words and copies together) (netlist names):
name and cells:
blank_y 36, cnt_input_y 4, col_check 81, blank_x 36, out 4, current 4, cnt_output 4, squ_check 81
out_valid 1, row_check 81, cnt_input_x 4, value 36, current_state 4
cell families after synthesis:
group	count (synthesis)
AOI/OAI and AO/OA	919
and+or+nand+nor	600
DFF	376
buffers and inverters	269
muxes	138
adders and majority gates	38
xor gates and xnor gates	15
area by class of cell:
cell class / instances / area share [%]
inverter: 68 / 1.05
clock buffer: 62 / 5.41
sequential: 376 / 38.8
timing repair buffer: 94 / 3.07
multi-input combinational: 1710 / 47.5
clock inverter: 18 / 0.634
tap: 696 / 3.59
Power is estimated from default activity; no workload was simulated.
