**./run.sh**
```bash
#!/bin/bash
# OpenROAD 26Q1-2900-gdf79404cd8, Yosys 0.63+post, stock flow scripts
make -C /OpenROAD-flow-scripts/flow DESIGN_CONFIG=/design/flow/config.mk WORK_HOME=/design/flow/orfs finish
```
**./config.mk**
```make
export PLATFORM = sky130hd
export DESIGN_NAME = CC
export DESIGN_NICKNAME = CC
export VERILOG_FILES = /design/flow/design.v
export SDC_FILE = /design/flow/constraint.sdc
export NUM_CORES = 4
export LEC_CHECK = 1
export CORE_UTILIZATION = 50
```
**./constraint.sdc**
```tcl
current_design CC

set clk_period 40.3
set clk_io_pct 0.2

create_clock -name clk0 -period $clk_period

set non_clock_inputs [all_inputs -no_clocks]
set_input_delay [expr $clk_period * $clk_io_pct] -clock clk0 $non_clock_inputs
set_output_delay [expr $clk_period * $clk_io_pct] -clock clk0 [all_outputs]
```
**./design.v**
```verilog
package usertype;
typedef enum logic  [3:0] { No_action  = 4'd0 ,
                            Seed       = 4'd1 ,
							Water      = 4'd3 ,
						    Reap       = 4'd2 , 
							Steal      = 4'd4 ,
							Check_dep  = 4'd8  
							}  Action ;
typedef enum logic  [3:0] { No_Err            = 4'd0 ,
                            Is_Empty          = 4'd1 ,
							Not_Empty         = 4'd2 ,
							Has_Grown         = 4'd3 ,
						    Not_Grown         = 4'd4
							}  Error_Msg ;
typedef enum logic  [3:0] { No_crop		 = 4'd0 ,
							Potato	     = 4'd1 ,
                            Corn	     = 4'd2 , 
							Tomato       = 4'd4 ,
						    Wheat        = 4'd8   
							}  Crop_cat ;
typedef logic [5:0]  Land;
typedef logic [11:0] Water_amnt;
typedef struct packed {
	Land  land_id, land_status;
	Crop_cat  crop_cat;
	Water_amnt water_amnt; 
} Land_Info; 
typedef union packed{ 
    Action       [2:0]d_act;
	Land         [1:0]d_id;
	Crop_cat     [2:0]d_cat;
	Water_amnt        d_amnt;
} DATA;
endpackage
import usertype::*;  
module CC(
	in_n0,
	in_n1, 
	in_n2, 
	in_n3, 
    in_n4, 
	in_n5, 
	opt,
    equ,
	out_n
);
input [3:0] in_n0, in_n1, in_n2, in_n3, in_n4, in_n5;
input [2:0] opt;
input equ;
output reg[8:0] out_n;
reg signed [4:0] n0, n1, n2, n3, n4, n5;
reg signed [4:0] a0, a1, a2, a3, a4, a5;
reg signed [4:0] b0, b1, b2, b3;
reg signed [4:0] c0, c1, c2, c3;
reg signed [4:0] d0, d1;
reg signed [4:0] e0, e1, e2, e3;
reg signed [4:0] f0, f1, f2, f3;
reg signed [4:0] sort0, sort1, sort2, sort3, sort4, sort5;
reg signed [4:0] avg;
reg signed [4:0] norm0, norm1, norm2, norm3, norm4, norm5;
reg signed [9:0] equ1;
always@* begin	
	n0 = {opt[0]&in_n0[3], in_n0};
	n1 = {opt[0]&in_n1[3], in_n1};
	n2 = {opt[0]&in_n2[3], in_n2};
	n3 = {opt[0]&in_n3[3], in_n3};
	n4 = {opt[0]&in_n4[3], in_n4};
	n5 = {opt[0]&in_n5[3], in_n5};	
end
always@* begin
	if(n0>n1) begin
		a0 = n1;
		a1 = n0;
	end
	else begin
		a0 = n0;
		a1 = n1;
	end
	if(n2>n3) begin
		a2 = n3;
		a3 = n2;
	end
	else begin
		a2 = n2;
		a3 = n3;
	end
	if(n4>n5) begin
		a4 = n5;
		a5 = n4;
	end
	else begin
		a4 = n4;
		a5 = n5;
	end
end
always@* begin
	if(a0>a2) begin
		b0 = a2;
		b1 = a0;
	end
	else begin
		b0 = a0;
		b1 = a2;
	end
	if(a1>a3) begin
		b2 = a3;
		b3 = a1;
	end
	else begin
		b2 = a1;
		b3 = a3;
	end
end
always@* begin
	if(b0>a4) begin
		c0 = a4;
		c1 = b0;
	end
	else begin
		c0 = b0;
		c1 = a4;
	end
	if(b1>b2) begin
		c2 = b2;
		c3 = b1;
	end
	else begin
		c2 = b1;
		c3 = b2;
	end
end
always@* begin
	if(c2>a5) begin
		d0 = a5;
		d1 = c2;
	end
	else begin
		d0 = c2;
		d1 = a5;
	end
end
always@* begin
	if(c1>c3) begin
		e0 = c3;
		e1 = c1;
	end
	else begin
		e0 = c1;
		e1 = c3;
	end
	if(d1>b3) begin
		e2 = b3;
		e3 = d1;
	end
	else begin
		e2 = d1;
		e3 = b3;
	end
end
always@* begin
	if(e0>d0) begin
		f0 = d0;
		f1 = e0;
	end
	else begin
		f0 = e0;
		f1 = d0;
	end
	if(e1>e2) begin
		f2 = e2;
		f3 = e1;
	end
	else begin
		f2 = e1;
		f3 = e2;
	end
end
always@* begin 
	if(opt[1]==1'b1) begin
		sort0 = e3;
		sort1 = f3;
		sort2 = f2;
		sort3 = f1;
		sort4 = f0;
		sort5 = c0;
	end
	else begin
		sort0 = c0;
		sort1 = f0;
		sort2 = f1;
		sort3 = f2;
		sort4 = f3;
		sort5 = e3;
	end
end
always@* begin
	if(opt[2]==1'b1) begin
		avg = (sort0+sort5)/2;
	end
	else begin
		avg = 0;
	end
	norm0 = sort0 - avg;
	norm1 = sort1 - avg;
	norm2 = sort2 - avg;
	norm3 = sort3 - avg;
	norm4 = sort4 - avg;
	norm5 = sort5 - avg;
end
always@* begin
	if(equ==1'b1) begin
		equ1 = (norm3+norm3+norm3-norm0*norm4);
		if(equ1[9]==1) begin
			out_n = ~(equ1-1);
		end
		else begin
			out_n = equ1;
		end
	end
	else begin
		out_n = (norm0-norm1*norm2+norm5)/3;
	end
end
endmodule
```
==> reports/summary.txt <==
Status -> finished clean
Syn_area_per_cell -> 7.97 um2
Grt met1 use -> 38.3%
RSZ-0062 raised after global routing -> false
Complex Gates by Area -> 19.6%
Largest net degree at the start of global routing -> 33
Pre-CTS setup slack -> 2.41 ns
Top cell excl fill/tap -> inv_1
Most frequent cell on the critical path -> ha_1
Routed length per instance -> 15.1 um
Yosys cell count -> 1173
Core box area -> 0.0181 mm2
Crit-path max cell delay -> 0.67 ns
# setup viols final -> 0
Slew headroom -> 43.5%
Adder Area Share -> 32.6%
PortBufs -> 37
Yosys warning count -> 1
Top-level I/O count -> 37
Post-Synthesis Cells -> 1173
Floorplan Utilization -> 51.5%
Post-synth seq share -> 0%
Final WL -> 21500 um
Initial antenna violation count -> 0
Area of placed instances -> 0.00996 mm2
DP HPWL -> 18900 um
Flop Count -> 0
Routability cong. -> 0.886
Actual slew at the worst max-slew pin -> 0.841 ns
CP Max Fanout -> 15
Yosys chip area -> 0.00935 mm2
Initial DRC Count -> 344
MUX share of area -> 14.7%
Post-CTS Hold Fix Bufs -> 0
Std-Cell Rows -> 49
Startpoint types -> input port
Fmax -> 0.0263 GHz
Die W -> 139 um
First-pass GRT wire length -> 37600 um
Grt total ovfl -> 0
Number of global-route vias before repair -> 7773
Layout cells sized above 1 -> 7.03%
Final min period -> 38.00 ns
Ant diodes -> 0
Vias per cell -> 5.62
Total negative setup slack -> 0 ns
Met2 Use GR -> 36.1%
Max-cap violations -> 0
Clkbuf count -> 0
Top cells excl fill/tap -> inv_1 (172), ha_1 (139), mux2i_1 (115)
Basic Gates by Area -> 16.5%
Slowest cell on crit path -> nor2_2
Layout area overhead -> 6.46%
Final Instance Count excl. Fillers -> 1424
Area of the mapped netlist -> 0.00935 mm2
Setup Buffers After CTS -> 0
Die ar. -> 0.0193 mm2
Placed insts -> 1424
Period Utilization, post-route -> 94.3%
Met3 usage -> 4.12%
CP Data Arrival Time -> 29.94 ns
Top non-seq family -> adder cells
Req. time, crit path -> 32.24 ns
GRT Util Overall -> 24.2%
Fin area -> 0.00996 mm2
DRC -> 0
Iteration tally of the first detailed-router pass -> 22
XOR-XNOR Cells, Area Fraction -> 8.16%
Post-synth cell types -> 92
Gr busiest metal -> met1
Setup WS post-layout -> 2.30 ns
Tool warning count -> 34
Vert. Die Dim -> 139 um
Critical Path End Type -> output port
Final Hold Vio Count -> 0
Worst setup path category -> input port to output port
Min-delay worst type -> input port to output port
Reg area -> 0 um2
Vias after detailed routing -> 7998
Max-slew violation count -> 0
Resize count post-CTS -> 0
Antenna Nets Post-Route -> 0
kinds of logic (layout without fill, tap and decap cells):
group	count (synthesis)	after routing
compound gates	251	251
buf+inv	199	221
simple gates	301	301
mux	135	135
fa+ha+maj	205	205
xor+xnor	82	82
synth_stat cells (9+ instances only):
library cell	n	area share (%)
mux2_2	19	2.3
clkbuf_1	14	0.56
nand4_1	16	1.1
inv_1	172	6.9
nor2b_1	25	1.7
nand2b_1	17	1.1
or2_2	15	1.0
xor2_1	25	2.3
o22ai_1	9	0.60
o211ai_1	11	0.88
mux2i_1	115	12
xnor2_1	52	4.9
a21oi_1	64	3.4
o21ai_1	15	0.80
nor2_1	87	3.5
o21ai_0	35	1.9
nand2_1	64	2.6
a21o_1	20	1.6
nand3_1	17	0.91
nor3_1	17	0.91
fa_1	65	14
ha_1	139	19
o21a_1	16	1.3
path summary, 6_finish.rpt:
kind	startpoint	to	cells after the start
setup / recovery	in_n1[1]	out_n[8]	101
hold / removal	equ	out_n[6]	4
final cells by class:
class	instances	area, um2
inverter	173	649
multi-input combinational	974	8570
fill	1734	8190
timing repair buffer	48	453
tap	229	287
routing by layer:
| metal | up-vias | routed length [um] |
|---|---|---|
| met2 | 111 | 8990 |
| met4 | 0 | 299 |
| met1 | 3710 | 11200 |
| li1 | 4156 | - |
| met3 | 21 | 1010 |
| met5 | - | 0 |
worst max-delay path, delay by kind of cell:
kind            cells  cell delay [ns]
compound gates     41             7.44
xor+xnor            3             0.54
fa+ha+maj          16             5.77
buf+inv            13             2.04
mux                 6             1.80
simple gates       22             4.27
through the flow:
stage                     utilization, %  hold slack [ns]
final                               54.9            17.42
after global routing                54.9            17.52
after CTS                           54.9            17.43
after detailed placement            54.9            17.43
after global placement              54.9            17.43
after floorplan                        -            16.39
