[flow/run.sh]
#!/bin/bash
# OpenROAD 26Q1-2900-gdf79404cd8, Yosys 0.63+post, stock flow scripts
make -C /OpenROAD-flow-scripts/flow DESIGN_CONFIG=/design/flow/config.mk WORK_HOME=/design/flow/orfs finish
[flow/config.mk]
export PLATFORM = sky130hd
export DESIGN_NAME = LOCK
export DESIGN_NICKNAME = LOCK
export VERILOG_FILES = /design/flow/design.v
export SDC_FILE = /design/flow/constraint.sdc
export NUM_CORES = 4
export LEC_CHECK = 1
export CORE_UTILIZATION = 50
[flow/constraint.sdc]
current_design LOCK

set clk_period 14.0
set clk_io_pct 0.2

create_clock -name clk0 -period $clk_period [get_ports {clk}]

set non_clock_inputs [all_inputs -no_clocks]
set_input_delay [expr $clk_period * $clk_io_pct] -clock clk0 $non_clock_inputs
set_output_delay [expr $clk_period * $clk_io_pct] -clock clk0 [all_outputs]
[flow/design.v]
package usertype;
typedef enum logic  [3:0] { No_action  = 4'd0 ,
                            Seed       = 4'd1 ,
							Water      = 4'd3 ,
						    Reap       = 4'd2 , 
							Steal      = 4'd4 ,
							Check_dep  = 4'd8  
							}  Action ;
typedef enum logic  [3:0] { No_Err            = 4'd0 ,
                            Is_Empty          = 4'd1 ,
							Not_Empty         = 4'd2 ,
							Has_Grown         = 4'd3 ,
						    Not_Grown         = 4'd4
							}  Error_Msg ;
typedef enum logic  [3:0] { No_crop		 = 4'd0 ,
							Potato	     = 4'd1 ,
                            Corn	     = 4'd2 , 
							Tomato       = 4'd4 ,
						    Wheat        = 4'd8   
							}  Crop_cat ;
typedef logic [5:0]  Land;
typedef logic [11:0] Water_amnt;
typedef struct packed {
	Land  land_id, land_status;
	Crop_cat  crop_cat;
	Water_amnt water_amnt; 
} Land_Info; 
typedef union packed{ 
    Action       [2:0]d_act;
	Land         [1:0]d_id;
	Crop_cat     [2:0]d_cat;
	Water_amnt        d_amnt;
} DATA;
endpackage
import usertype::*;  
module LOCK(
	clk,
	rst_n,
	in_valid,
	mode,	
	in,	
	in_p1,	
	out_valid,
	circle,
	value
);
input clk;
input rst_n;
input in_valid;
input[1:0] mode;
input[4:0] in;
input[4:0] in_p1;
output reg out_valid;
output reg[2:0]circle;
output reg[6:0]value;
parameter INPUT_A    = 4'd0;
parameter INPUT_B    = 4'd1;
parameter INPUT_C    = 4'd2;
parameter INPUT_D    = 4'd3;
parameter ROTATE_BCD = 4'd4;
parameter RESTART    = 4'd5;
parameter ROTATE_A   = 4'd6;
parameter SORTING    = 4'd7;
parameter OUTPUT     = 4'd8;
reg [3:0] current_state, next_state;
reg [4:0] cnt;
reg [2:0] cnt_output;
reg [1:0] mode_save;
reg [4:0] p1_save;
wire cdn_a, cdn_b, cdn_c, cdn_d;
reg [4:0] a0, a1, a2, a3, a4, a5, a6, a7;
reg [4:0] b0, b1, b2, b3, b4, b5, b6, b7;
reg [4:0] c0, c1, c2, c3, c4, c5, c6, c7;
reg [4:0] d0, d1, d2, d3, d4, d5, d6, d7;
reg [2:0] circle_a, circle_b, circle_c, circle_d;
wire [6:0] value0, value1, value2, value3, value4, value5, value6, value7;
wire [6:0] s0_0, s0_1, s0_2, s0_3, s0_4, s0_5, s0_6, s0_7;
wire [6:0] s1_0, s1_1, s1_2, s1_3, s1_4, s1_5, s1_6, s1_7;
wire [6:0] s2_0, s2_1, s2_2, s2_3, s2_4, s2_5, s2_6, s2_7;
wire [6:0] s3_0, s3_1, s3_2, s3_3;
wire [6:0] s4_0, s4_1, s4_2, s4_3;
wire [6:0] s5_0, s5_1, s5_2, s5_3, s5_4, s5_5;
reg [6:0] tmp0, tmp1, tmp2, tmp3, tmp4, tmp5, tmp6, tmp7;
always @(posedge clk or negedge rst_n) begin
    if(!rst_n)
        current_state <= INPUT_A;
    else
        current_state <= next_state;
end
always @(*) begin
    case(current_state)
		INPUT_A:
			if(cnt==7) next_state = INPUT_B;
			else next_state = INPUT_A;
		INPUT_B:
			if(cnt==15) next_state = INPUT_C;
			else next_state = INPUT_B;
		INPUT_C:
			if(cnt==23) next_state = INPUT_D;
			else next_state = INPUT_C;
		INPUT_D:
			if(cnt==31) next_state = ROTATE_BCD;
			else next_state = INPUT_D;
		ROTATE_BCD:
			if(cdn_b&cdn_c&cdn_d) next_state = SORTING;
			else if(cnt[2:0]==7) next_state = RESTART;
			else next_state = ROTATE_BCD;
		RESTART:
			if(!circle_b&!circle_c&!circle_d) next_state = ROTATE_A;
			else next_state = RESTART;
		ROTATE_A:
			if(a1==p1_save) next_state = ROTATE_BCD;
			else next_state = ROTATE_A;
		SORTING:
			next_state = OUTPUT;
		OUTPUT:
			if(cnt_output==7) next_state = INPUT_A;
			else next_state = OUTPUT;
		default: next_state = current_state;
    endcase
end
always @(posedge clk or negedge rst_n) begin
	if(!rst_n) begin
		cnt <= 0;
	end
	else if(in_valid) begin
		cnt <= cnt + 1;
	end
	else if(current_state==ROTATE_BCD) begin
		cnt <= cnt + 1;
	end
	else begin 
		cnt <= 0;
	end
end
always @(posedge clk or negedge rst_n) begin
	if(!rst_n) begin
		cnt_output <= 0;
	end
	else if(current_state==OUTPUT) begin
		cnt_output <= cnt_output + 1;
	end
	else begin
		cnt_output <= 0;
	end
end
always @(posedge clk or negedge rst_n) begin
	if(!rst_n) begin
		mode_save <= 0;
		p1_save <= 0;
	end
	else if(in_valid && cnt==0) begin
		mode_save <= mode;
		p1_save <= in_p1;
	end
end
assign cdn_a = (p1_save==a0);
always @(posedge clk or negedge rst_n) begin
	if(!rst_n) begin
		a0 <= 0;
		a1 <= 0;
		a2 <= 0;
		a3 <= 0;
		a4 <= 0;
		a5 <= 0;
		a6 <= 0;
		a7 <= 0;
	end
	else if(current_state==INPUT_A & in_valid) begin
		a0 <= a1;
		a1 <= a2;
		a2 <= a3;
		a3 <= a4;
		a4 <= a5;
		a5 <= a6;
		a6 <= a7;
		a7 <= in;
	end
	else if(current_state==INPUT_B) begin
		if(!cdn_a) begin
			a0 <= a1;
			a1 <= a2;
			a2 <= a3;
			a3 <= a4;
			a4 <= a5;
			a5 <= a6;
			a6 <= a7;
			a7 <= a0;
		end
	end
	else if(current_state==ROTATE_A) begin
		a0 <= a1;
		a1 <= a2;
		a2 <= a3;
		a3 <= a4;
		a4 <= a5;
		a5 <= a6;
		a6 <= a7;
		a7 <= a0;
	end
end
always @(posedge clk or negedge rst_n) begin
	if(!rst_n) begin
		circle_a <= 0;
	end
	else if(current_state==INPUT_B && !cdn_a) begin
		circle_a <= circle_a + 1;
	end
	else if(current_state==ROTATE_A) begin
		circle_a <= circle_a + 1;
	end
	else if(current_state==INPUT_A) begin
		circle_a <= 0;
	end
end
assign cdn_b = (a0==b0) & ((mode_save)?(a4==b4):1) & ((mode_save>1)?(a2==b2):1) & ((mode_save>2)?(a6==b6):1);
always @(posedge clk or negedge rst_n) begin
	if(!rst_n) begin
		b0 <= 0;
		b1 <= 0;
		b2 <= 0;
		b3 <= 0;
		b4 <= 0;
		b5 <= 0;
		b6 <= 0;
		b7 <= 0;
	end
	else if(current_state==INPUT_B) begin
		b0 <= b1;
		b1 <= b2;
		b2 <= b3;
		b3 <= b4;
		b4 <= b5;
		b5 <= b6;
		b6 <= b7;
		b7 <= in;
	end
	else if(current_state==INPUT_C) begin
		if(!cdn_b) begin
			b0 <= b1;
			b1 <= b2;
			b2 <= b3;
			b3 <= b4;
			b4 <= b5;
			b5 <= b6;
			b6 <= b7;
			b7 <= b0;
		end
	end
	else if(current_state==RESTART) begin
		if(circle_b) begin
			b0 <= b1;
			b1 <= b2;
			b2 <= b3;
			b3 <= b4;
			b4 <= b5;
			b5 <= b6;
			b6 <= b7;
			b7 <= b0;
		end
	end
	else if(current_state==ROTATE_BCD) begin
		if(!cdn_b) begin
			b0 <= b1;
			b1 <= b2;
			b2 <= b3;
			b3 <= b4;
			b4 <= b5;
			b5 <= b6;
			b6 <= b7;
			b7 <= b0;
		end
	end
end
always @(posedge clk or negedge rst_n) begin
	if(!rst_n) begin
		circle_b <= 0;
	end
	else if(current_state==RESTART && circle_b) begin
		circle_b <= circle_b + 1;
	end
	else if((current_state==INPUT_C || current_state==ROTATE_BCD) && !cdn_b) begin
		circle_b <= circle_b + 1;
	end
	else if(current_state==INPUT_A) begin
		circle_b <= 0;
	end
end
assign cdn_c = (a0==c0) & ((mode_save)?(a4==c4):1) & ((mode_save>1)?(a2==c2):1) & ((mode_save>2)?(a6==c6):1);
always @(posedge clk or negedge rst_n) begin
	if(!rst_n) begin
		c0 <= 0;
		c1 <= 0;
		c2 <= 0;
		c3 <= 0;
		c4 <= 0;
		c5 <= 0;
		c6 <= 0;
		c7 <= 0;
	end
	else if(current_state==INPUT_C) begin
		c0 <= c1;
		c1 <= c2;
		c2 <= c3;
		c3 <= c4;
		c4 <= c5;
		c5 <= c6;
		c6 <= c7;
		c7 <= in;
	end
	else if(current_state==INPUT_D) begin
		if(!cdn_c) begin
			c0 <= c1;
			c1 <= c2;
			c2 <= c3;
			c3 <= c4;
			c4 <= c5;
			c5 <= c6;
			c6 <= c7;
			c7 <= c0;
		end
	end
	else if(current_state==RESTART) begin
		if(circle_c) begin
			c0 <= c1;
			c1 <= c2;
			c2 <= c3;
			c3 <= c4;
			c4 <= c5;
			c5 <= c6;
			c6 <= c7;
			c7 <= c0;
		end
	end
	else if(current_state==ROTATE_BCD) begin
		if(!cdn_c) begin
			c0 <= c1;
			c1 <= c2;
			c2 <= c3;
			c3 <= c4;
			c4 <= c5;
			c5 <= c6;
			c6 <= c7;
			c7 <= c0;
		end
	end
end
always @(posedge clk or negedge rst_n) begin
	if(!rst_n) begin
		circle_c <= 0;
	end
	else if(current_state==RESTART && circle_c) begin
		circle_c <= circle_c + 1;
	end
	else if((current_state==INPUT_D || current_state==ROTATE_BCD) && !cdn_c) begin
		circle_c <= circle_c + 1;
	end
	else if(current_state==INPUT_A) begin
		circle_c <= 0;
	end
end
assign cdn_d = (a0==d0) & ((mode_save)?(a4==d4):1) & ((mode_save>1)?(a2==d2):1) & ((mode_save>2)?(a6==d6):1);
always @(posedge clk or negedge rst_n) begin
	if(!rst_n) begin
		d0 <= 0;
		d1 <= 0;
		d2 <= 0;
		d3 <= 0;
		d4 <= 0;
		d5 <= 0;
		d6 <= 0;
		d7 <= 0;
	end
	else if(current_state==INPUT_D) begin
		d0 <= d1;
		d1 <= d2;
		d2 <= d3;
		d3 <= d4;
		d4 <= d5;
		d5 <= d6;
		d6 <= d7;
		d7 <= in;
	end
	else if(current_state==RESTART) begin
		if(circle_d) begin
			d0 <= d1;
			d1 <= d2;
			d2 <= d3;
			d3 <= d4;
			d4 <= d5;
			d5 <= d6;
			d6 <= d7;
			d7 <= d0;
		end
	end
	else if(current_state==ROTATE_BCD) begin
		if(!cdn_d) begin
			d0 <= d1;
			d1 <= d2;
			d2 <= d3;
			d3 <= d4;
			d4 <= d5;
			d5 <= d6;
			d6 <= d7;
			d7 <= d0;
		end
	end
end
always @(posedge clk or negedge rst_n) begin
	if(!rst_n) begin
		circle_d <= 0;
	end
	else if(current_state==RESTART && circle_d) begin
		circle_d <= circle_d + 1;
	end
	else if(current_state==ROTATE_BCD && !cdn_d) begin
		circle_d <= circle_d + 1;
	end
	else if(current_state==INPUT_A) begin
		circle_d <= 0;
	end
end
assign value0 = a0 + b0 + c0 + d0;
assign value1 = a1 + b1 + c1 + d1;
assign value2 = a2 + b2 + c2 + d2;
assign value3 = a3 + b3 + c3 + d3;
assign value4 = a4 + b4 + c4 + d4;
assign value5 = a5 + b5 + c5 + d5;
assign value6 = a6 + b6 + c6 + d6;
assign value7 = a7 + b7 + c7 + d7;
assign s0_0 = (value0>value1) ? value0 : value1;
assign s0_1 = (value0>value1) ? value1 : value0;
assign s0_2 = (value2>value3) ? value2 : value3;
assign s0_3 = (value2>value3) ? value3 : value2;
assign s0_4 = (value4>value5) ? value4 : value5;
assign s0_5 = (value4>value5) ? value5 : value4;
assign s0_6 = (value6>value7) ? value6 : value7;
assign s0_7 = (value6>value7) ? value7 : value6;
assign s1_0 = (s0_0>s0_2) ? s0_0 : s0_2;
assign s1_1 = (s0_0>s0_2) ? s0_2 : s0_0; 
assign s1_2 = (s0_1>s0_3) ? s0_1 : s0_3;  
assign s1_3 = (s0_1>s0_3) ? s0_3 : s0_1; 
assign s1_4 = (s0_4>s0_6) ? s0_4 : s0_6;  
assign s1_5 = (s0_4>s0_6) ? s0_6 : s0_4; 
assign s1_6 = (s0_5>s0_7) ? s0_5 : s0_7;  
assign s1_7 = (s0_5>s0_7) ? s0_7 : s0_5;
assign s2_0 = (tmp0>tmp4) ? tmp0 : tmp4;
assign s2_1 = (tmp0>tmp4) ? tmp4 : tmp0; 
assign s2_2 = (tmp1>tmp2) ? tmp1 : tmp2;  
assign s2_3 = (tmp1>tmp2) ? tmp2 : tmp1; 
assign s2_4 = (tmp5>tmp6) ? tmp5 : tmp6;  
assign s2_5 = (tmp5>tmp6) ? tmp6 : tmp5; 
assign s2_6 = (tmp3>tmp7) ? tmp3 : tmp7;  
assign s2_7 = (tmp3>tmp7) ? tmp7 : tmp3;
assign s3_0 = (s2_3>s2_5) ? s2_3 : s2_5;
assign s3_1 = (s2_3>s2_5) ? s2_5 : s2_3; 
assign s3_2 = (s2_2>s2_4) ? s2_2 : s2_4;  
assign s3_3 = (s2_2>s2_4) ? s2_4 : s2_2; 
assign s4_0 = (tmp1>tmp2) ? tmp1 : tmp2;
assign s4_1 = (tmp1>tmp2) ? tmp2 : tmp1; 
assign s4_2 = (tmp5>tmp6) ? tmp5 : tmp6;  
assign s4_3 = (tmp5>tmp6) ? tmp6 : tmp5; 
assign s5_0 = (s4_0>tmp4) ? s4_0 : tmp4;
assign s5_1 = (s4_0>tmp4) ? tmp4 : s4_0;
assign s5_2 = (s4_1>s4_2) ? s4_1 : s4_2;
assign s5_3 = (s4_1>s4_2) ? s4_2 : s4_1;
assign s5_4 = (tmp3>s4_3) ? tmp3 : s4_3;
assign s5_5 = (tmp3>s4_3) ? s4_3 : tmp3;
always @(posedge clk or negedge rst_n) begin
	if(!rst_n) begin
		tmp0 <= 0;
		tmp1 <= 0;
		tmp2 <= 0;
		tmp3 <= 0;
		tmp4 <= 0;
		tmp5 <= 0;
		tmp6 <= 0;
		tmp7 <= 0;
	end
	else if(current_state==SORTING)begin
		tmp0 <= s1_0;
		tmp1 <= s1_1;
		tmp2 <= s1_2;
		tmp3 <= s1_3;
		tmp4 <= s1_4;
		tmp5 <= s1_5;
		tmp6 <= s1_6;
	    tmp7 <= s1_7;
	end
	else if(current_state==OUTPUT) begin
		tmp0 <= s2_0;
		tmp1 <= s2_1;
		tmp2 <= s3_0;
		tmp3 <= s3_1;
		tmp4 <= s3_2;
		tmp5 <= s3_3;
		tmp6 <= s2_6;
	    tmp7 <= s2_7;
	end
end
always @(posedge clk or negedge rst_n) begin
	if(!rst_n) begin
		out_valid <= 0;
	end
	else if(current_state==OUTPUT) begin
		out_valid <= 1;
	end
	else begin
		out_valid <= 0;
	end
end
always @(posedge clk or negedge rst_n) begin
	if(!rst_n) begin
		circle <= 0;
	end
	else if(current_state==OUTPUT) begin
		case(cnt_output)
			3'd0:
				circle <= circle_a;
			3'd1:
				circle <= circle_b;
			3'd2:
				circle <= circle_c;
			3'd3:
				circle <= circle_d;
		endcase
	end
end
always @(posedge clk or negedge rst_n) begin
	if(!rst_n) begin
		value <= 0;
	end
	else if(current_state==OUTPUT) begin
		case(cnt_output)
			3'd0:
				value <= s2_0;
			3'd1:
				value <= s5_0;
			3'd2:
				value <= s5_1;
			3'd3:
				value <= s5_2;
			3'd4:
				value <= s5_3;
			3'd5:
				value <= s5_4;
			3'd6:
				value <= s5_5;
			3'd7:
				value <= tmp7;
		endcase
	end
end
endmodule
==> notes.md <==
impl run done, here's what came out: status=completed, Post-Route WL=56800 µm, post-DR wirelength/cell=21.0 µm, Slew HR=42.1%, n_diodes=0, CP max FO=12, vias after detailed routing=15200, DR DRC count=0, Post-Synthesis Cells=2144, Leak=0.0110 µW, fraction of layout cells with a size suffix above 1=7.94%, crit path capture type=flip-flop, Yosys chip area=0.0204 mm², RSZ-0062 raised after global routing=false, Top Layout Cells=inv_1, dfrtp_1, ha_1, I/O Pins=26, Clk Latency, worst-skew pair=550 ps, Int Power=1280 µW, PnR worst setup slack=7130 ps, Arr. time, crit path=7320 ps, Core Rows=73, crit path DRT=14450 ps, CP max-delay cell=fa_1, Post-DRT Antenna Nets=0, TritonCTS clock tree=done, largest net degree at the start of global routing=98, GR Util All Layers=29.6%, Logic pwr share=2.4%, Clock Path Buffers=3, Post-CTS Resized=0, Synth flops=263, Worst Tran Pin Value=861 ps, htree depth=2, critical path class=reg -> reg, Worst-path clk slew=60 ps, Layout area overhead=9.13%, Hold-fix buffers, CTS=0, 1st-pass router iterations=6, GPL Wtd Cong=0.974, # Post-CTS Setup Buffers=0, clk sink count=263, dpl hpwl=43500 µm, vias per cell=5.64, fin util=55.7%, Top cell excl fill/tap=inv_1, Die H=204 µm, Final Slew Violations=0, Die Wd=204 µm, post-synthesis sequential area ratio=32.3%, first-pass GRT wire length=88800 µm, pre-CTS setup slack=7170 ps, clock share of power=50.9%, worst hold path class=reg -> reg, Worst IR Drop VDD=0.0994 mV, Synth Flop Type=dfrtp_1, vias in the first global route=15200, Starting Density=51.0%, CTS buffer count=34, Overflow after GRT=0, Sequential Power Share=46.8%, cell count in the Yosys report=2144, synthesized cell area=0.0204 mm², Port Buf Inserts=25, Syn Area/Cell=9.52 µm², total die size=0.0416 mm², Pwr Total=1660 µW, worst hold slack=476 ps, CTS root buf=clkbuf_16, post-route setup TNS=0 ps, skew final=12.3 ps, DR iter-0 viols=874, Unique cell types=67, Yosys warnings=1, period utilization=49.1%, Max-Cap Viols=0, power per cell area=74.3 mW/mm², CP most frequent cell=inv_1, antenna violations before repair=0, delay of the slowest critical-path stage=540 ps, Core ar.=0.0400 mm², fin crit period=6870 ps, final setup vio count=0, count of library flops with an enable pin=0, Post-synth ARST share=100%, final hold vios=0, startpoint types=flip-flop, Sw Pwr=380 µW, stage-log warning count=54, Sw Share=22.9%, fmax=146 MHz
metrics by stage:
| stage | instance area (µm²) | instances |
|---|---|---|
| detailed placement | 21200 | 2645 |
| CTS | 22300 | 2703 |
| global placement | 21200 | 2645 |
| global route | 22300 | 2703 |
| floorplan | 20400 | 2144 |
| finish | 22300 | 2703 |
cell type report:
cell class | count | area (µm²)
multi-input combinational | 1484 | 12300
timing repair buffer | 51 | 463
fill | 3504 | 17700
inverter | 322 | 1210
tap | 525 | 657
clock inverter | 4 | 26.3
sequential | 263 | 6590
clock buffer | 54 | 1020
cells in the mapped netlist, types with 7 or more instances:
library cell	number	area share, %
a211oi_1	34	1.3
a21o_1	44	1.6
a21oi_1	125	3.1
a221o_1	7	0.34
a22oi_1	13	0.48
a31oi_1	7	0.21
and3_1	9	0.28
and4_1	8	0.34
buf_2	13	0.32
clkbuf_1	55	1.0
dfrtp_1	262	32
fa_1	80	7.8
ha_1	205	13
inv_1	320	5.9
mux2_2	81	4.5
mux2i_1	174	8.5
nand2_1	169	3.1
nand2b_1	14	0.43
nand3_1	35	0.86
nand4_1	14	0.43
nor2_1	79	1.5
nor2b_1	20	0.61
nor3_1	17	0.42
o211ai_1	18	0.66
o21ai_0	147	3.6
o22ai_1	32	0.98
xnor2_1	37	1.6
xor2_1	38	1.6
power by group through the flow:
stage     clock [µW]  combinational, µW  sequential [µW]
4_1_cts          861               40.3              774
5_1_grt          890               43.8              775
6_report         843               39.0              774
worst max-delay path: cells and delay by family (launching register included):
kind | cells | cell delay, ps
compound gates | 11 | 2210
xor+xnor | 1 | 330
fa+ha+maj | 6 | 2250
buf+inv | 6 | 590
simple gates | 2 | 190
flops | 1 | 500
mux | 2 | 680
routing by layer:
| layer | vias to the layer above | global-route usage [%] | routed length [µm] |
|---|---|---|---|
| met1 | 7373 | 46.0 | 26200 |
| met4 | 0 | 5.94 | 1440 |
| li1 | 7408 | - | - |
| met5 | - | 0 | 0 |
| met3 | 89 | 6.79 | 3580 |
| met2 | 364 | 44.3 | 25600 |
worst paths after layout:
path | startpoint | to | slack (ps) | cells past startpoint
worst max-delay path | a0[1]$_DFFE_PN0P_ | tmp3[4]$_DFFE_PN0P_ | 7130 | 28
worst max register to register | a0[1]$_DFFE_PN0P_ | tmp3[4]$_DFFE_PN0P_ | 7130 | 28
max in group asynchronous | rst_n | b5[3]$_DFFE_PN0P_ | 9660 | 4
worst min-delay path | a3[2]$_DFFE_PN0P_ | a2[2]$_DFFE_PN0P_ | 480 | 2
min in group asynchronous | rst_n | out_valid$_DFF_PN0_ | 2210 | 1
worst min register to register | a3[2]$_DFFE_PN0P_ | a2[2]$_DFFE_PN0P_ | 480 | 2
state kept, by name, indices dropped and copies added, names as in the netlist, 7 cells and up:
register / flops
current_state: 9
tmp5: 7
tmp1: 7
tmp3: 7
tmp4: 7
tmp6: 7
tmp7: 7
tmp2: 7
tmp0: 7
value: 7
kinds of logic (layout without fill, tap and decap cells):
group | after synthesis | after routing | share of synthesized area, %
AND-OR/OR-AND | 473 | 473 | 14.4
XOR/XNOR | 75 | 75 | 3.22
adder cells (fa/ha/maj) | 285 | 285 | 20.4
buffers and inverters | 397 | 431 | 7.47
flip-flops | 263 | 263 | 32.3
multiplexers | 263 | 263 | 13.5
AND/OR/NAND/NOR | 388 | 388 | 8.77
Power and IR drop assume default switching activity.
